**flow/design.v**
```verilog
module max(x, y, maxValue);
	input [3:0]x; 
	input [3:0]y;
	output reg [3:0]maxValue;
	always @(*)
	begin
		if (x<y) begin
			maxValue[3:0] = y[3:0];
		end else if	(y<x) begin
			maxValue[3:0] = x[3:0];
		end else if (y==x) begin
			maxValue[3:0] = 4'b00;
		end else begin
			maxValue = 4'b00;
		end
	end
endmodule
```
**flow/run.sh**
```bash
#!/bin/bash
# OpenROAD 26Q1-2900-gdf79404cd8, Yosys 0.63+post, stock flow scripts
make -C /OpenROAD-flow-scripts/flow DESIGN_CONFIG=/design/flow/config.mk WORK_HOME=/design/flow/orfs finish
```
**flow/config.mk**
```make
export PLATFORM = sky130hd
export DESIGN_NAME = max
export DESIGN_NICKNAME = max
export VERILOG_FILES = /design/flow/design.v
export SDC_FILE = /design/flow/constraint.sdc
export NUM_CORES = 4
export LEC_CHECK = 1
export CORE_AREA = 10 10 70 70
export DIE_AREA = 0 0 80 80
```
**flow/constraint.sdc**
```tcl
current_design max

set clk_period 2.0
set clk_io_pct 0.2

create_clock -name clk0 -period $clk_period

set non_clock_inputs [all_inputs -no_clocks]
set_input_delay [expr $clk_period * $clk_io_pct] -clock clk0 $non_clock_inputs
set_output_delay [expr $clk_period * $clk_io_pct] -clock clk0 [all_outputs]
```
==> out/qor.csv <==
stage,metric,value,unit
floorplan,core,3420,sq um
floorplan,fp_util,0.0458,
global_routing,grt_max_degree,5,
synthesis,synth.distinct_cells,7,
worst_hold_path,hold-path-endpoint,maxValue[0],
power_and_ir_drop,finalPower,0.114,mW
synthesis,ys_seq_share,0,
place,globalplace.congestion,0.662,
global_routing,antenna_found_initial,0,
drt,num_vias,214,
drt,drt_iter0_markers,2,
finish,seq_cells,0,
synthesis,mux_area_frac,0.256,
power_and_ir_drop,p_per_area,263,nW/um^2
critical_path,cp_cell_sequence,buf_2 > ha_4 > nand2_4 > o21ai_4 > buf_6 > mux2i_2 > buf_2,
drt,vias_per_cell,2.40,
finish,area_delta_synth_final,176,%
synthesis,syn_inst,23,
global_routing,grt_pass1_wl,1060,um
synthesis,yosysWarnings,1,
final_timing,finalMaxSlewViolations,0,
synthesis,yosys.area_share.simple,0.160,
drt,num_antenna_cells,0,
final_timing,hold_violations,0,
floorplan,die_w,80,um
floorplan,die_h,80,um
finish,nClkBuffers,0,
synthesis,top_logic_kind,adder cells,
final_timing,finalClockPeriodUsage,0.963,
run,tool_warnings,32,
critical_path,cpMaxStageDelayCell,ha_4,
critical_path,cp_common_cell,buf_2,
cts,cts_hold_buffers,0,
synthesis,syn_area,156,sq um
finish,regArea,0,sq um
global_routing,grt_pass1_vias,210,
drt,drtAntennaViolNets,0,
synthesis,xor_area_frac,0,
critical_path,slowest_delay,0.30,ns
place,hpwlAfterDp,506,um
final_timing,layout_setup_ws,0.0748,ns
drt,drt_wl_total,704,um
final_timing,slew_headroom,0.876,
drt,drc,0,
synthesis,yosys_area,156,sq um
synthesis,syn_avg_cell_area,6.80,sq um
status,status,finished clean,
power_and_ir_drop,p_leak,0.200,nW
synthesis,aoi_share,0.120,
run,maxCapViolCount,0,
finish,final_layout_size_suffix_gt1_frac,0.744,
critical_path,startpoint_type,input pin,
drt,dr.pass1.iters,2,
drt,post_drt_wl_per_cell,7.91,um
worst_hold_path,hold_start,y[0],
power_and_ir_drop,vdd_drop_max,0.0366,mV
critical_path,crit_path_max_fanout,4,
global_routing,grt_overflow,0,
synthesis,adder_share,0.320,
place,numPortBuffers,12,
worst_hold_path,hold_path.class,in2out,
global_routing,grt_util_all_layers,0.0201,
critical_path,crit_type,in2out,
final_timing,rsz0062_at_grt,no,
worst_hold_path,min_path_cells,4,
final_timing,tightest_slew,0.186,ns
critical_path,critPathArrivalTime,1.53,ns
final_timing,hold_slack,1.11,ns
floorplan,io-pin-count,12,
place,place_ws,-0.740,ns
final_timing,min_period,1.93,ns
finish,post-route-util,0.126,
final_timing,max_clock_freq,0.519,GHz
floorplan,die_area,6400,sq um
floorplan,num_rows,21,
critical_path,end_kind,primary output,
final_timing,finalSetupViolCount,0,
critical_path,critPathRequiredTime,1.60,ns
synthesis,ys_cells,23,
worst max-delay path: cells and delay by family:
family	cells	cell delay [ns]
adders and majority gates	1	0.30
buffers and inverters	3	0.37
and+or+nand+nor	1	0.06
muxes	1	0.20
AOI/OAI and AO/OA	1	0.20
layout make-up:
cell class	count	area [sq um]
fill	394	2980
multi-input combinational	17	215
timing repair buffer	20	136
tap	46	57.6
inverter	6	22.5
where the power goes:
part           leakage [nW]  switching (mW)  total, mW  internal, mW
Combinational         0.200          0.0448      0.114        0.0689
Sequential                0               0          0             0
Clock                     0               0          0             0
Total                 0.200          0.0448      0.114        0.0689
cell usage in the layout (no fill, tap or decap):
cell type	Yosys	layout
ha_2	0	1
inv_2	0	4
clkbuf_2	0	2
nand4_1	1	1
buf_6	0	3
clkdlybuf4s15_1	0	1
nand2_4	0	1
ha_4	0	3
o21ai_4	0	1
mux2i_2	0	1
inv_1	6	2
mux2i_1	4	3
nand2_1	5	4
buf_2	0	9
buf_4	0	5
a21oi_4	0	2
how the worst max path moves through the flow:
stage | slack (ns) | depth (start not counted) | endpoint | start
final | 0.07 | 7 | maxValue[1] | y[3]
after global routing | 0.0008 | 8 | maxValue[1] | x[0]
after CTS | 0.004 | 7 | maxValue[1] | y[2]
per-stage QoR:
step	cells	instance area, sq um	TNS [ns]
2_1_floorplan	23	156	0
3_5_place_dp	81	334	-2.74
5_1_grt	89	432	0
3_3_place_gp	81	334	-2.74
6_report	89	432	0
4_1_cts	87	439	0
cell families after synthesis:
family / count (synthesis)
compound gates: 3
fa+ha+maj: 4
buf+inv: 6
mux: 4
simple gates: 6
layer usage:
metal,share of wire,vias to the layer above,GRT usage
met5,0,-,0
met4,0,0,0
met3,0.071,0,0.00455
met2,0.54,6,0.0401
met1,0.38,92,0.0218
li1,-,116,-
cell usage after synthesis:
cell type	count	share of area
a21oi_1	2	0.064
ha_1	4	0.32
o21ai_2	1	0.056
inv_1	6	0.14
nand2_1	5	0.12
nand4_1	1	0.040
mux2i_1	4	0.26
repair_timing:
item	CTS	global route
resized	56	4
setup endpoints to repair	4	3
pin swaps	7	3
setup buffers	6	2
Power figures rest on the tool's default switching activity, not on a simulated workload.
