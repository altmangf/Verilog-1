==> design/flow/design.v <==
module adder(carryin, X, Y, S, carryout);
	parameter n=4;
	input carryin;
	input 	[n-1:0]X, Y;
	output 	[n-1:0]S;
	output carryout;
	wire [n:0]C;
	genvar i;
	assign C[0]=carryin;
	assign carryout = C[n];
	generate
		for(i = 0;i <= n-1;i=i+1)
		begin:addbit
			fullAdder stage(C[i], X[i],Y[i], S[i], C[i+1]);
		end
	endgenerate
endmodule
module fullAdder (Cin, x, y, s, Cout);
	input Cin, x , y;
	output s, Cout;
	assign s = x ^ y ^ Cin;
	assign Cout = (x & y)|(x & Cin)|(y & Cin);
endmodule
==> design/flow/run.sh <==
#!/bin/bash
# OpenROAD 26Q1-2900-gdf79404cd8, Yosys 0.63+post, stock flow scripts
make -C /OpenROAD-flow-scripts/flow DESIGN_CONFIG=/design/flow/config.mk WORK_HOME=/design/flow/orfs finish
==> design/flow/config.mk <==
export PLATFORM = sky130hd
export DESIGN_NAME = adder
export DESIGN_NICKNAME = adder
export VERILOG_FILES = /design/flow/design.v
export SDC_FILE = /design/flow/constraint.sdc
export NUM_CORES = 4
export LEC_CHECK = 1
export CORE_AREA = 10 10 70 70
export DIE_AREA = 0 0 80 80
==> design/flow/constraint.sdc <==
current_design adder

set clk_period 2.2
set clk_io_pct 0.2

create_clock -name clk0 -period $clk_period

set non_clock_inputs [all_inputs -no_clocks]
set_input_delay [expr $clk_period * $clk_io_pct] -clock clk0 $non_clock_inputs
set_output_delay [expr $clk_period * $clk_io_pct] -clock clk0 [all_outputs]
==> node_exporter_impl.prom <==
# HELP chip_impl_metric Physical implementation figures
# TYPE chip_impl_metric gauge
chip_impl_info{name="timing.critical_path.to_type",value="primary output"} 1
chip_impl_info{name="min-delay-path-class",value="input pin to primary output"} 1
chip_impl_metric{name="warning_count",unit=""} 35
chip_impl_metric{name="num-fill-cells",unit=""} 403
chip_impl_metric{name="placed_cells_incl_taps",unit=""} 74
chip_impl_metric{name="die-area",unit="mm^2"} 0.00640
chip_impl_metric{name="routed_wl",unit="um"} 525
chip_impl_metric{name="synth-compound-area-share",unit=""} 0
chip_impl_info{name="violated_checks",value="setup timing"} 1
chip_impl_metric{name="leakage_power",unit="nW"} 0.140
chip_impl_metric{name="simple_gate_area_frac",unit=""} 0
chip_impl_metric{name="worst_path_fanout_max",unit=""} 1
chip_impl_metric{name="yosysUniqueCellTypes",unit=""} 3
chip_impl_metric{name="dp_slack",unit="ns"} -1.07
chip_impl_info{name="timing.setup.critical_path_class",value="input pin to primary output"} 1
chip_impl_metric{name="synth.avg_cell_area",unit="um^2"} 8.20
chip_impl_metric{name="xor_share",unit=""} 0
chip_impl_metric{name="dp.final_hpwl",unit="um"} 534
chip_impl_metric{name="drt_drc_violations_left",unit=""} 0
chip_impl_metric{name="layout_worst_path_cycle_share",unit=""} 1.15
chip_impl_metric{name="slew-limit-headroom",unit=""} 0.929
chip_impl_info{name="dominant_cell_type_by_count_on_the_critical_path",value="sky130_fd_sc_hd__fa_2"} 1
chip_impl_metric{name="peakVddDrop",unit="mV"} 0.0226
chip_impl_metric{name="routability_cong",unit=""} 0.683
chip_impl_metric{name="first_global_vias",unit=""} 145
chip_impl_metric{name="hold_path_cells",unit=""} 3
chip_impl_metric{name="vias_per_cell",unit=""} 1.69
chip_impl_metric{name="finalNonFillerCells",unit=""} 74
chip_impl_metric{name="area_growth_syn_to_layout",unit="%"} 110
chip_impl_metric{name="insertedDiodeCount",unit=""} 0
chip_impl_metric{name="power.density_cell_area",unit="mW/mm^2"} 183
chip_impl_info{name="rsz_0062_raised_after_global_routing",value="true"} 1
chip_impl_metric{name="firstDrtPassIters",unit=""} 1
chip_impl_metric{name="slew_at_the_pin_closest_to_its_max_slew_limit",unit="ns"} 0.106
chip_impl_metric{name="report.final.hold_viol_count",unit=""} 0
chip_impl_metric{name="initial_core_util",unit=""} 0.0432
chip_impl_metric{name="ctsHoldBuffers",unit=""} 0
chip_impl_metric{name="combGateArea",unit="um^2"} 87.6
chip_impl_metric{name="layout.sequential_cells",unit=""} 0
chip_impl_metric{name="finalSetupTns",unit="ns"} -0.434
chip_impl_metric{name="drt_iter0_drc",unit=""} 0
chip_impl_metric{name="numPortBuffers",unit=""} 14
chip_impl_info{name="timing.critical_path.cells",value="buf_6 > inv_4 > fa_2 > inv_2 > fa_2 > fa_2 > inv_2 > fa_1 > inv_1 > buf_2"} 1
chip_impl_metric{name="mux_share",unit=""} 0
chip_impl_metric{name="global_route_wire_length_before_repair",unit="um"} 765
chip_impl_info{name="cp-start-kind",value="input pin"} 1
chip_impl_metric{name="synth.cellmix.adderShare",unit=""} 0.542
chip_impl_metric{name="setup_violation_total_in_the_final_timing_report",unit=""} 2
chip_impl_metric{name="antenna_left",unit=""} 0
chip_impl_metric{name="drive_above_1_share",unit=""} 0.500
chip_impl_metric{name="globalRoute.totalOverflow",unit=""} 0
chip_impl_metric{name="pin_count",unit=""} 14
chip_impl_metric{name="ys_chip_area",unit="um^2"} 148
chip_impl_metric{name="grt_start_max_net_pins",unit=""} 2
chip_impl_metric{name="antenna_found_initial",unit=""} 0
chip_impl_metric{name="dieWidth",unit="um"} 80
chip_impl_info{name="cp_slowest_cell",value="sky130_fd_sc_hd__fa_1"} 1
chip_impl_info{name="topCombFamilyByArea",value="adder cells"} 1
chip_impl_metric{name="grtUsageTotal",unit=""} 0.0158
chip_impl_metric{name="finish.instance_area",unit="um^2"} 310
chip_impl_metric{name="ys_cells",unit=""} 18
chip_impl_metric{name="core_area",unit="mm^2"} 0.00342
chip_impl_metric{name="netlist_instances",unit=""} 18
chip_impl_metric{name="synthesis.yosys.warnings",unit=""} 0
chip_impl_metric{name="num_rows",unit=""} 21
chip_impl_metric{name="period_needed",unit="ns"} 2.52
chip_impl_metric{name="final_critical_path_setup_slack",unit="ns"} -0.321
chip_impl_metric{name="final-seq-area",unit="um^2"} 0
chip_impl_metric{name="maxCapViolCount",unit=""} 0
chip_impl_metric{name="fp.dieH",unit="um"} 80
chip_impl_metric{name="critical_path_arrival",unit="ns"} 2.08
chip_impl_info{name="highest_count_cells_in_the_layout_ignoring_fill_and_taps",value="sky130_fd_sc_hd__inv_1 (5), sky130_fd_sc_hd__clkdlybuf4s50_1 (5), sky130_fd_sc_hd__inv_2 (4)"} 1
chip_impl_metric{name="detailed_place.area",unit="um^2"} 320
chip_impl_metric{name="mappedNetlistArea",unit="um^2"} 148
chip_impl_metric{name="critPathRequiredTime",unit="ns"} 1.76
chip_impl_metric{name="detail_route.wl_per_cell",unit="um"} 7.09
chip_impl_metric{name="via_count",unit=""} 125
chip_impl_metric{name="yosys.stat.seqShare",unit=""} 0
chip_impl_metric{name="critical_path.max_stage_delay",unit="ns"} 0.39
chip_impl_metric{name="n_clock_buffer",unit=""} 0
chip_impl_metric{name="timing_limited_maximum_frequency",unit="MHz"} 397
chip_impl_metric{name="slew_viol_final",unit=""} 0
chip_impl_info{name="run_status",value="finished with violations"} 1
==> routing by layer <==
layer  vias up  global-route usage  part of all wire
li1         60                   -                 -
met1        56              0.0180              0.45
met2         9              0.0249              0.39
met3         0              0.0114              0.16
met4         0                   0                 0
met5         -                   0                 0
==> through the flow <==
| step | utilization | total power [W] | hold slack, ns |
|---|---|---|---|
| final | 0.0908 | 0.0000569 | 1.49 |
| after floorplan | - | 0.0000318 | 1.11 |
| after detailed placement | 0.0938 | 0.0000691 | 1.96 |
| after CTS | 0.0908 | 0.0000602 | 1.49 |
| after global routing | 0.0908 | 0.0000665 | 1.54 |
| after global placement | 0.0938 | 0.0000681 | 1.96 |
==> critical path, delay by kind of cell <==
kind / cells / cell delay (ns)
adders and majority gates: 4 / 1.25
buffers and inverters: 6 / 0.40
==> Yosys cell counts <==
library cell | instances | share of area
sky130_fd_sc_hd__buf_4 | 4 | 0.20
sky130_fd_sc_hd__fa_1 | 4 | 0.54
sky130_fd_sc_hd__inv_1 | 10 | 0.25
==> final timing paths <==
path / from / end / slack [ns]
max: carryin / S[3] / -0.32
min: Y[1] / S[1] / 1.49
==> cell type report <==
type                       instances  area share
inverter                          10       0.129
timing repair buffer              14       0.403
tap                               46       0.185
multi-input combinational          4       0.282
==> where the power goes <==
group / internal [W] / switching [W]
Sequential: 0 / 0
Combinational: 0.0000365 / 0.0000204
Clock: 0 / 0
==> repair_timing <==
action | CTS | global route
endpoints found under the hold margin | 0 | 0
cloned | 0 | 0
setup buffers | 0 | 0
setup endpoints to repair | 5 | 3
pin swaps | 4 | 4
resized | 31 | 0
==> kinds of logic after synthesis <==
| group | after synthesis |
|---|---|
| buffers and inverters | 14 |
| adder cells (fa/ha/maj) | 4 |
Power figures rest on the tool's default switching activity, not on a simulated workload.
